==> /design/flow/design.v <==
`timescale 1ns / 1ps
module bcd2ftsegdec(
	display,  
	bcd  
    );
	output [14:0] display;  
	input [3:0] bcd;  
	reg [14:0] display;  
	always @(bcd)
		case (bcd)
			4'd0: display = 15'b0000_0011_1111_111;  
			4'd1: display = 15'b1111_1111_1011_011;      
			4'd2: display = 15'b0010_0100_1111_111;      
			4'd3: display = 15'b0000_1100_1111_111;      
			4'd4: display = 15'b1001_1000_1111_111;      
			4'd5: display = 15'b0100_1000_1111_111;      
			4'd6: display = 15'b0100_0000_1111_111;      
			4'd7: display = 15'b0001_1111_1111_111;      
			4'd8: display = 15'b0000_0000_1111_111;      
			4'd9: display = 15'b0000_1000_1111_111;      
			4'd10: display = 15'b0001_0000_1111_111;     
			4'd11: display = 15'b1100_0000_1111_111;     
			4'd12: display = 15'b0110_0011_1111_111;     
			4'd13: display = 15'b1000_0100_1111_111;     
			4'd14: display = 15'b0110_0000_1111_111;     
			4'd15: display = 15'b0111_0000_1111_111;     
			default: display = 15'b1111_1111_1111_111;   
		endcase
endmodule
`timescale 1ns / 1ps
module freq_div(
	clk_out,  
	clk_ctl,  
	clk_150,
	clk  
	);
	output reg clk_out;  
	output reg [1:0] clk_ctl;  
	output reg clk_150;
	input clk;  
	reg [14:0] cnt_l;  
	reg [5:0] cnt_h;  
	reg [25-1:0] cnt_tmp;  
	always @(clk_out or cnt_h or clk_150 or clk_ctl or cnt_l)
		cnt_tmp = {clk_out,cnt_h,clk_150,clk_ctl,cnt_l} + 1'b1;
	always @(posedge clk)
		{clk_out,cnt_h, clk_150, clk_ctl, cnt_l}<=cnt_tmp;
endmodule
`timescale 1ns / 1ps
module keypad(
    clk,
	 rst_n,
	 col_n,
	 row_n,
	 display,
	 ftsd_ctl,
	 pressed, 
	 row_out, 
	 col_out 
	 );
input clk;
input rst_n;
input [3:0] col_n;
output [3:0] row_n;
output [14:0] display;
output [3:0] ftsd_ctl;
output pressed;
output [3:0] row_out;
output [3:0] col_out;
wire clk_150;
wire [1:0] clk_ctl;
wire [3:0] key;
wire [3:0] ftsd_in;
assign row_out=~row_n;
assign col_out=~col_n;
freq_div f1(
	.clk_ctl(clk_ctl),
	.clk_150(clk_150),
	.clk(clk)
	);
keypad_scan k1(
    .clk(clk_150),
	 .rst_n(rst_n),
	 .col_n(col_n), 
	 .row_n(row_n), 
	 .key(key), 
	 .pressed(pressed) 
	 );
scan_ctl s1(
	.ftsd_ctl(ftsd_ctl),  
	.ftsd_in(ftsd_in),  
	.in0(4'b0000),  
	.in1(4'b0000),  
	.in2(4'b0000),  
	.in3(key),  
	.ftsd_ctl_en(clk_ctl)  
    );
bcd2ftsegdec b1(
	.display(display),  
	.bcd(ftsd_in)  
    );
endmodule
`timescale 1ns / 1ps
module keypad_scan(
    clk,
	 rst_n,
	 col_n, 
	 row_n, 
	 key, 
	 pressed 
	 );
input clk;
input rst_n;
input [3:0] col_n;
output [3:0] row_n;
output [3:0] key;
output pressed;
reg [1:0] sel,sel_next;
reg [3:0] row_n;
reg [3:0] key;
reg [3:0] key_detected;
reg [3:0] key_next;
reg keypad_state,keypad_state_next;
reg [3:0] pause_delay,pause_delay_next;
reg pressed_detected;
reg pressed_next;
reg pressed;
always@(posedge clk or negedge rst_n)
begin
	if(~rst_n)
		sel<=2'b00;
	else
		sel<=sel_next;
end
always@(*)
	sel_next=sel+1'b1;
always@(*)
begin
	case(sel)
		2'd0: row_n=4'b0111;
		2'd1: row_n=4'b1011;
		2'd2: row_n=4'b1101;
		2'd3: row_n=4'b1110;
		default: row_n=4'b1111;
	endcase
end
always@(*)
begin
	case({row_n,col_n})
		8'b0111_0111: 
		begin
			key_detected = 4'b1111;   
			pressed_detected=1'b1;
		end
		8'b0111_1011: 
		begin
			key_detected = 4'b1110;   
			pressed_detected=1'b1;
		end
		8'b0111_1101: 
		begin
			key_detected = 4'b1101;   
			pressed_detected=1'b1;
		end
		8'b0111_1110: 
		begin
			key_detected = 4'b1100;   
			pressed_detected=1'b1;
		end
		8'b1011_0111: 
		begin
			key_detected = 4'b1011;   
			pressed_detected=1'b1;
		end
		8'b1011_1011: 
		begin
			key_detected = 4'b0011;   
			pressed_detected=1'b1;
		end
		8'b1011_1101: 
		begin
			key_detected = 4'b0110;   
			pressed_detected=1'b1;
		end
		8'b1011_1110: 
		begin
			key_detected = 4'b1001;   
			pressed_detected=1'b1;
		end
		8'b1101_0111: 
		begin
			key_detected = 4'b1010;   
			pressed_detected=1'b1;
		end
		8'b1101_1011: 
		begin
			key_detected = 4'b0010;   
			pressed_detected=1'b1;
		end
		8'b1101_1101: 
		begin
			key_detected = 4'b0101;   
			pressed_detected=1'b1;
		end
		8'b1101_1110: 
		begin
			key_detected = 4'b1000;   
			pressed_detected=1'b1;
		end
		8'b1110_0111: 
		begin
			key_detected = 4'b0000;   
			pressed_detected=1'b1;
		end
		8'b1110_1011: 
		begin
			key_detected = 4'b0001;   
			pressed_detected=1'b1;
		end
		8'b1110_1101: 
		begin
			key_detected = 4'b0100;   
			pressed_detected=1'b1;
		end
		8'b1110_1110: 
		begin
			key_detected = 4'b0111;   
			pressed_detected=1'b1;
		end
		default: 
		begin
			key_detected = 4'b0000;        
			pressed_detected=1'b0;
		end
	endcase
end
always@(*)
begin
	case(keypad_state)
		1'b0: 
		begin
			if(pause_delay==4'b1111) 
			begin
				keypad_state_next=1'b1; 
				pressed_next=1'b0; 
				pause_delay_next=4'b0000;
				key_next=key;
			end
			else
			begin
				keypad_state_next=1'b0; 
				pressed_next=1'b1; 
				pause_delay_next=pause_delay+1'b1;
				key_next=key;
			end
		end
		1'b1: 
		begin
			if(pressed_detected==1'b1)
			begin
				keypad_state_next=1'b0; 
				pressed_next=1'b1; 
				pause_delay_next=4'b0000;
				key_next=key_detected;
			end
			else
			begin
				keypad_state_next=1'b1; 
				pressed_next=1'b0; 
				pause_delay_next=4'b0000;
				key_next=key;
			end
		end
		default:
		begin
			keypad_state_next=1'b1; 
			pressed_next=1'b0; 
			pause_delay_next=4'b0000;
			key_next=key;
		end
	endcase
end
always@(posedge clk or negedge rst_n)
begin
	if(~rst_n)
		keypad_state<=1'b0;
	else
		keypad_state<=keypad_state_next;
end
always@(posedge clk or negedge rst_n)
begin
	if(~rst_n)
		pause_delay<=4'b0000;
	else
		pause_delay<=pause_delay_next;
end
always@(posedge clk or negedge rst_n)
begin
	if(~rst_n)
		pressed<=1'b0;
	else
		pressed<=pressed_next;
end
always@(posedge clk or negedge rst_n)
begin
	if(~rst_n)
		key<=4'b0000;
	else
		key<=key_next;
end
endmodule
`timescale 1ns / 1ps
module scan_ctl(
	ftsd_ctl,  
	ftsd_in,  
	in0,  
	in1,  
	in2,  
	in3,  
	ftsd_ctl_en  
    );
	output reg [3:0] ftsd_in;  
	output reg [3:0] ftsd_ctl;  
	input [3:0] in0,in1,in2,in3;  
	input [1:0] ftsd_ctl_en;  
	always @(ftsd_ctl_en)
		case (ftsd_ctl_en)
			2'b00:
				begin
				ftsd_ctl=4'b0111;
				ftsd_in=in0;
				end
			2'b01:
				begin
				ftsd_ctl=4'b1011;
				ftsd_in=in1;
				end	
			2'b10:
				begin
				ftsd_ctl=4'b1101;
				ftsd_in=in2;
				end
			2'b11:
				begin
				ftsd_ctl=4'b1110;
				ftsd_in=in3;
				end
			default:
				begin
				ftsd_ctl=4'b0000;
				ftsd_in=in0;
				end
		endcase
endmodule
==> /design/flow/run.sh <==
#!/bin/bash
# OpenROAD 26Q1-2900-gdf79404cd8, Yosys 0.63+post, stock flow scripts
make -C /OpenROAD-flow-scripts/flow DESIGN_CONFIG=/design/flow/config.mk WORK_HOME=/design/flow/orfs finish
==> /design/flow/config.mk <==
export PLATFORM = sky130hd
export DESIGN_NAME = keypad
export DESIGN_NICKNAME = keypad
export VERILOG_FILES = /design/flow/design.v
export SDC_FILE = /design/flow/constraint.sdc
export NUM_CORES = 4
export LEC_CHECK = 1
export CORE_UTILIZATION = 30
==> /design/flow/constraint.sdc <==
current_design keypad

set clk_period 4.3
set clk_io_pct 0.2

create_clock -name clk0 -period $clk_period [get_ports {clk}]

set non_clock_inputs [all_inputs -no_clocks]
set_input_delay [expr $clk_period * $clk_io_pct] -clock clk0 $non_clock_inputs
set_output_delay [expr $clk_period * $clk_io_pct] -clock clk0 [all_outputs]
==> impl_results.html <==
<h2>Implementation results</h2>
<table>
<tr><th>Metric</th><th>Value</th></tr>
<tr><th colspan="2">Placement</th></tr>
<tr><td>Dpl cell area</td><td>0.00228 mm^2</td></tr>
<tr><td>Number of port buffers</td><td>32</td></tr>
<tr><td>Placer Congestion</td><td>around 0.85</td></tr>
<tr><td>HPWL after detailed placement</td><td>2.55 mm</td></tr>
<tr><th colspan="2">Clock network</th></tr>
<tr><td>Clock root buffer</td><td>clkbuf_8</td></tr>
<tr><td>Clock latency on the worst-skew pair</td><td>250 ps</td></tr>
<tr><td>Total setup buffers inserted after CTS</td><td>0</td></tr>
<tr><td>Cts repair resizes</td><td>0</td></tr>
<tr><td>Clock Tree Buf Depth</td><td>2</td></tr>
<tr><td>H-tree lvl count</td><td>1</td></tr>
<tr><td>Clock-pin slew reported for the worst setup and hold paths after clock tree synthesis</td><td>60 ps</td></tr>
<tr><td>Clock buffer count from CTS</td><td>3</td></tr>
<tr><td>Clock tree from TritonCTS</td><td>built</td></tr>
<tr><td>CTS hold repair buffers</td><td>0</td></tr>
<tr><th colspan="2">Detailed routing</th></tr>
<tr><td>Post-detailed-routing wire length</td><td>3.36 mm</td></tr>
<tr><td>Detail-routed net length per standard cell</td><td>10.7 um</td></tr>
<tr><td>Ant. Diodes</td><td>0</td></tr>
<tr><td>Routed via count</td><td>1485</td></tr>
<tr><td>Routed vias/inst</td><td>roughly 4.7</td></tr>
<tr><td>Drc violations</td><td>0</td></tr>
<tr><td>Routed wl met3</td><td>127 um</td></tr>
<tr><td>Number of iterations in the first detailed-routing pass</td><td>4</td></tr>
<tr><td>Highest metal layer with signal wires</td><td>met3</td></tr>
<tr><td>Sum of met2 wire segment lengths after detailed routing</td><td>around 1.5 mm</td></tr>
<tr><td>Length of routed wiring on met1</td><td>1.76 mm</td></tr>
<tr><td>Drt first-iter violations</td><td>approximately 49</td></tr>
<tr><td>Number of routed nets with antenna violations</td><td>0</td></tr>
<tr><th colspan="2">Min path</th></tr>
<tr><td>Worst hold-check path type</td><td>flip-flop to flip-flop</td></tr>
<tr><th colspan="2">Synth</th></tr>
<tr><td>Most frequent cells after synthesis</td><td>19 x inv_1, 18 x dfxtp_1, 15 x ha_1</td></tr>
<tr><td>Post-synth top flop</td><td>dfxtp_1</td></tr>
<tr><td>Fraction of registers with async set or reset after synthesis</td><td>roughly 40%</td></tr>
<tr><td>Average cell area after synthesis</td><td>about 9 um^2</td></tr>
<tr><td>Cell with the most instances after synthesis</td><td>inv_1</td></tr>
<tr><td>Seq/Total Area, Yosys</td><td>between 30% and 40%</td></tr>
<tr><td>Chip area line of the yosys report</td><td>0.00197 mm^2</td></tr>
<tr><td>Cell area after synthesis</td><td>0.00197 mm^2</td></tr>
<tr><td>Top post-synthesis cells by area</td><td>dfxtp_1 18%, dfrtp_1 15%, ha_1 9.5%</td></tr>
<tr><td>Post-synth tally of flip-flops with integrated enable</td><td>0</td></tr>
<tr><td>Count of instantiated cells in the yosys netlist</td><td>214</td></tr>
<tr><td>Instance count of the mapped netlist</td><td>about 210</td></tr>
<tr><td>Top cell type by total area after synthesis</td><td>dfxtp_1</td></tr>
<tr><td>Synth top area share</td><td>18.3%</td></tr>
<tr><td>Count of warnings emitted by yosys</td><td>4</td></tr>
<tr><td>Synth Register Bits</td><td>30</td></tr>
<tr><td>Distinct lib cells used</td><td>57</td></tr>
<tr><th colspan="2">Critical path</th></tr>
<tr><td>Cell with the largest stage delay on the worst path</td><td>clkdlybuf4s50_1</td></tr>
<tr><td>CP max stage delay</td><td>~500 ps</td></tr>
<tr><td>Worst setup path class</td><td>flip-flop to output pin</td></tr>
<tr><td>Crit end category</td><td>output pin</td></tr>
<tr><td>CP delay by family, top</td><td>buffers and inverters</td></tr>
<tr><td>Required time at the worst-slack endpoint</td><td>~3400 ps</td></tr>
<tr><td>Crit path max fanout</td><td>8</td></tr>
<tr><td>Minimum setup slack among reg-to-reg paths</td><td>~2700 ps</td></tr>
<tr><td>Critical path, cell by cell</td><td>and2_1, nand2_1, inv_1, ha_1, o22a_1, nor2_1, a311oi_1, clkdlybuf4s50_1</td></tr>
<tr><td>Crit path buffers/inverters</td><td>2</td></tr>
<tr><td>Sort of element at the start of the critical path</td><td>flip-flop</td></tr>
<tr><td>Signal arrival time at the worst endpoint</td><td>2500 ps</td></tr>
<tr><th colspan="2">Die</th></tr>
<tr><td>Cell Rows</td><td>29</td></tr>
<tr><td>Top-level port count</td><td>38</td></tr>
<tr><td>Area of the die</td><td>0.00688 mm^2</td></tr>
<tr><td>Effective utilization at floorplan</td><td>31.0%</td></tr>
<tr><td>X dimension of the die</td><td>83.0 um</td></tr>
<tr><td>Die y size</td><td>83.0 um</td></tr>
<tr><td>Core area</td><td>about 0.0063 mm^2</td></tr>
<tr><th colspan="2">Global routing</th></tr>
<tr><td>Global router's overall resource usage</td><td>9.97%</td></tr>
<tr><td>Global-route wire length before repair</td><td>~5.9 mm</td></tr>
<tr><td>Largest net degree at the start of global routing</td><td>16</td></tr>
<tr><td>Number of antenna violations at the first check in global routing</td><td>0</td></tr>
<tr><td>Via count of the first global-routing pass</td><td>1299</td></tr>
<tr><td>Aggregate global routing overflow</td><td>0</td></tr>
<tr><th colspan="2">STA</th></tr>
<tr><td>Share of the clock period used by the worst path after layout</td><td>78.0%</td></tr>
<tr><td>Pin slew with the least headroom to its limit</td><td>537 ps</td></tr>
<tr><td>Post-route clock skew</td><td>0.232 ps</td></tr>
<tr><td>Setup_tns</td><td>0 ps</td></tr>
<tr><td>Post-layout min period</td><td>3360 ps</td></tr>
<tr><td>Peak Freq</td><td>298 MHz</td></tr>
<tr><td>Count of pins over their slew limit</td><td>0</td></tr>
<tr><td>Worst slew margin relative to its limit</td><td>between 60 and 70%</td></tr>
<tr><td>Final setup fails</td><td>0</td></tr>
<tr><td>Number of unconstrained endpoints</td><td>21</td></tr>
<tr><td>Final hold violations</td><td>0</td></tr>
<tr><td>Unrepaired setup endpoints after global routing</td><td>false</td></tr>
<tr><td>Count of unclocked register or latch pins</td><td>12</td></tr>
<tr><th colspan="2">Power and ir drop</th></tr>
<tr><td>Total chip power</td><td>0.000312 W</td></tr>
<tr><td>Maximum VDD drop</td><td>0.225 mV</td></tr>
<tr><td>LEAKAGE</td><td>~0.94 nW</td></tr>
<tr><td>Power Dens Cells</td><td>134 mW/mm^2</td></tr>
<tr><th colspan="2">Run</th></tr>
<tr><td>Maximum capacitance violations</td><td>0</td></tr>
<tr><td>Number of OpenROAD warnings</td><td>36</td></tr>
<tr><th colspan="2">Run status</th></tr>
<tr><td>Run status</td><td>finished clean</td></tr>
<tr><th colspan="2">Final layout</th></tr>
<tr><td>Final-layout fill cell count</td><td>about 630</td></tr>
<tr><td>Share of final-layout standard cells stronger than drive strength 1</td><td>5.88%</td></tr>
<tr><td>Sequential standard cell area</td><td>661 um^2</td></tr>
<tr><td>Multi-input gate area in the final layout</td><td>between 0.001 and 0.0015 mm^2</td></tr>
<tr><td>Area grow syn2layout</td><td>18.2%</td></tr>
<tr><td>Finished Cell Area</td><td>0.00232 mm^2</td></tr>
</table>
[state kept, by name, summed over array words and instances, names as in the netlist]
| name | cells |
|---|---|
| f1.clk_150 | 1 |
| f1.clk_ctl | 2 |
| f1.cnt_l | 15 |
| k1.pressed | 1 |
| k1.key | 4 |
| k1.pause_delay | 4 |
| k1.sel | 2 |
| k1.keypad_state | 1 |
[layout make-up]
cell class | count | share of cell area (%)
well taps | 77 | 4.14
inverters | 19 | 3.07
flip-flops and latches | 30 | 28.4
clock buffers | 3 | 1.78
repair buffers | 32 | 13.8
multi-input cells | 154 | 48.8
[layout by cell type, fill, tap and decap left out, drive strengths merged, types with 2 or more instances in the layout]
| master | count |
|---|---|
| o211ai | 2 |
| nand2b | 5 |
| dfrtp | 12 |
| ha | 15 |
| xor2 | 7 |
| nor3 | 5 |
| nand4b | 3 |
| a211oi | 4 |
| o32ai | 2 |
| nand2 | 13 |
| clkbuf | 3 |
| nand3 | 11 |
| o21ai | 7 |
| dfxtp | 18 |
| nor4 | 2 |
| nand3b | 3 |
| a21oi | 7 |
| xnor2 | 13 |
| conb | 5 |
| nor2 | 15 |
| clkdlybuf4s50 | 32 |
| inv | 19 |
| nand4 | 3 |
| and3 | 2 |
| mux2 | 3 |
| or2 | 2 |
| or2b | 2 |
| mux2i | 5 |
[worst reg2reg max path, delay by kind of cell, from the launching register on]
family	cells	cell delay, ps
AND/OR/NAND/NOR	3	680
flip-flops	1	390
XOR/XNOR	1	140
adder cells (fa/ha/maj)	1	250
[kinds of logic after synthesis]
kind of cell | after synthesis | synth area share, %
AOI/OAI and AO/OA | 34 | 13.1
xor gates and xnor gates | 20 | 9.67
DFF | 30 | 33.6
buffers and inverters | 34 | 9.48
and+or+nand+nor | 72 | 20.0
muxes | 8 | 4.45
adders and majority gates | 15 | 9.54
other | 1 | 0.191
[metal layers]
layer  GRT usage (%)  vias to the layer above
met5               0                        -
li1                -                      775
met4           0.157                        0
met3            1.31                        0
met1            15.5                      680
met2            16.0                       30
[path summary, 6_finish.rpt]
kind                               from               endpoint  cells past startpoint
hold reg to reg     f1.cnt_l[0]$_DFF_P_    f1.cnt_l[0]$_DFF_P_                      1
setup reg to reg    f1.cnt_l[0]$_DFF_P_  f1.clk_ctl[1]$_DFF_P_                      5
setup / recovery  f1.clk_ctl[0]$_DFF_P_            display[11]                      8
hold / removal      f1.cnt_l[0]$_DFF_P_    f1.cnt_l[0]$_DFF_P_                      1
[report_power, final]
part | leakage [nW] | internal, W | switching, W | total (W)
Clock | 0.0216 | 0.0000621 | 0.0000497 | 0.000112
Combinational | 0.622 | 0.0000159 | 0.0000175 | 0.0000334
Sequential | 0.293 | 0.000167 | 0 | 0.000167
[metrics by stage]
stage	hold WS [ps]	util [%]	cells	setup WS (ps)
floorplan	395	-	218	1890
global placement	416	36.0	312	1260
detailed placement	412	36.0	312	1210
CTS	438	36.6	315	928
global route	446	36.6	315	720
finish	431	36.6	315	944
Power and IR drop assume default switching activity.
